### ./constraint.sdc
current_design alu

set clk_period 13.0
set clk_io_pct 0.2

create_clock -name clk0 -period $clk_period

set non_clock_inputs [all_inputs -no_clocks]
set_input_delay [expr $clk_period * $clk_io_pct] -clock clk0 $non_clock_inputs
set_output_delay [expr $clk_period * $clk_io_pct] -clock clk0 [all_outputs]
### ./design.v
module alu(
    input [31:0] a, b,
    input [3:0] alu_op,
    output [31:0] out
);
reg [31:0] result;
always @(*) begin
    case (alu_op)
        4'd0:   result = a + b;
        4'd1:   result = a - b;
        4'd2:   result = a & b;
        4'd3:    result = a | b;
        4'd4:   result = a ^ b;
        4'd5:   result = ($signed(a) < $signed(b)) ? 32'd1 : 32'd0;
        4'd6:  result = (a < b) ? 32'd1 : 32'd0;
        4'd7:   result = a << b[4:0];
        4'd8:   result = $signed(a) >>> b[4:0];
        4'd9:   result = a >> b[4:0];
        4'd10: result = b;
        4'd15:   result = 32'd0;
        default:    result = 32'd0;
    endcase
end
assign out = result;
endmodule
### ./run.sh
#!/bin/bash
# OpenROAD 26Q1-2900-gdf79404cd8, Yosys 0.63+post, stock flow scripts
make -C /OpenROAD-flow-scripts/flow DESIGN_CONFIG=/design/flow/config.mk WORK_HOME=/design/flow/orfs finish
### ./config.mk
export PLATFORM = sky130hd
export DESIGN_NAME = alu
export DESIGN_NICKNAME = alu
export VERILOG_FILES = /design/flow/design.v
export SDC_FILE = /design/flow/constraint.sdc
export NUM_CORES = 4
export LEC_CHECK = 1
export CORE_UTILIZATION = 50
==> flow_summary.toml <==
# physical design summary
[run]
drv_cap = 0
warnings = 99

[global_routing]
grt.total_usage_pct = 42.7
overflow = 0
grt_pass1_vias = 9591
antenna_found_initial = 1
grt_max_degree = 70
grt_pass1_wl_um = 57100

[routing]
drtPass1Iterations = 6
wire_per_inst_um = 24.6
drt_iter0_drc = 1310
viasPerCell = 6.92
ant_nets = 0
drc = 0
finalWirelength_um = 37800
num_vias = 10600

[yosys]
yosysMostFrequentCell = "nor2_1"
ys_area_um2 = 8690
synth.area.top_cells = "ha_1 14%, mux4_2 9.6%, nor2_1 6.8%"
top_area_cell = "ha_1"
synth_cell_type_count = 81
ys_sh_adder_pct = 14.6
synth_top_area_share_pct = 14.1
syn_area_um2 = 8690
simple_gate_share_pct = 21.0
postSynthSeqShare_pct = 0
synth_area_per_cell_um2 = 6.70
synthMuxAreaShare_pct = 15.5
ys_cells = 1296
xor_share_pct = 2.12
yosysWarningCount = 1
common_cells = "158 x nor2_1, 114 x a21oi_1, 113 x o21ai_0, 104 x nand2_1, 98 x ha_1"
synthTopLogicFamily = "AND-OR/OR-AND gates"
synthCells = 1296
ys_sh_aoi_pct = 37.5

[power_and_ir_drop]
ir_drop_uv = 27.1
p_sw_share_pct = 60.2
p_per_area_nw_per_um2 = 44.2
p_leak_nw = 4.01
p_int_w = 0.000170
p_switching_w = 0.000258

[setup_path]
start_kind = "primary input"
crit_arrival_ns = 7.22
endpoint_kind = "output pin"
required_ns = 10.40
crit_path_end = "out[27]"
path_max_fanout = 47
critPathKind = "in2out"
crit_path_start = "b[4]"

[sta]
hold_violations = 0
slew_headroom_pct = 42.3
drv_slew = 0
rsz0062_at_grt = "false"
finalSetupTns_ns = 0
setup_ws_ns = 3.18
period_needed_ns = 9.82
tightest_slew_ns = 0.859
maxClockFrequency_ghz = 0.102
setup_violations = 0
period_used_pct = 75.5

[final_layout]
mi_logic_area_um2 = 7890
syn_to_final_growth_pct = 11.5
drive_gt1_share_pct = 7.45
fin_area_um2 = 9690
final_cells = 1536
nFillCells = 1618
post-route-util_pct = 57.8
flop_area_um2 = 0
flop-count = 0
clkbuf_count = 0

[min_path]
hp-class = "in2out"
whs_path_depth = 4

[floorplanning]
dieArea_um2 = 17900
rows = 47
fp_util_pct = 51.8
core-area_um2 = 16800
die_x_um = 134
die_y_um = 134
io_pins = 100

[clock_network]
hold_buffers = 0
cts_resized = 0
cts_setup_buffers = 0

[placed_design]
hpwlAfterDp_um = 29700
portBuffers = 100
dp.cells = 1535
gp_congestion = 1.11
dp_slack_ns = 3.28
placed_cell_area_um2 = 9690

[status]
status = "complete, no violations"
worst min path at each step:
stage	start	end	slack, ns
final	b[13]	out[13]	6.34
after global routing	b[8]	out[8]	6.38
after CTS	b[8]	out[8]	6.34
metal layers:
layer | up-vias | global-route usage [%] | wire (um)
li1 | 4881 | - | -
met1 | 4948 | 62.3 | 15800
met2 | 714 | 62.5 | 16100
met3 | 83 | 11.1 | 4670
met4 | 0 | 11.4 | 1270
met5 | - | 0 | 0
cell families (layout without fill, tap and decap cells):
kind of cell	after synthesis	after routing
fa+ha+maj	100	100
xor+xnor	21	21
mux	88	88
compound gates	483	483
buf+inv	201	220
other cells	0	1
simple gates	403	403
critical path: stages:
cell and delay, ns:
clkdlybuf4s50_1 0.46, buf_4 0.39, inv_1 0.49, ha_1 0.62, nor2_4 0.07, or4_1 0.47
o211a_1 0.17, a311oi_1 0.43, o221ai_1 0.32, nand3_1 0.16, o211ai_1 0.11, xor2_1 0.17
o2111ai_1 0.22, clkdlybuf4s50_1 0.50
stage by stage:
| stage | hold WS (ns) | power (W) |
|---|---|---|
| 4_1_cts | 6.34 | 0.000415 |
| 3_3_place_gp | 6.31 | 0.000415 |
| 3_5_place_dp | 6.33 | 0.000413 |
| 6_report | 6.34 | 0.000428 |
| 5_1_grt | 6.38 | 0.000458 |
| 2_1_floorplan | 5.29 | 0.000263 |
layout make-up:
type | count | area share, %
antenna | 1 | 0.0258
inverter | 96 | 3.72
timing repair buffer | 124 | 12.0
tap | 220 | 2.84
multi-input combinational | 1095 | 81.5
power groups by stage:
stage                 sequential (W)  combinational, W  clock, W
after global routing               0          0.000458         0
after CTS                          0          0.000415         0
placed cells by master, fill, tap and decap left out, drive strengths merged, types with 17 or more instances in the layout:
master         count
a211oi            18
a21o              17
a21oi            116
a221oi            23
a22oi             18
buf               29
clkdlybuf4s50     95
ha                98
inv               96
mux2i             51
mux4              37
nand2            104
nand2b            21
nand3             34
nor2             159
nor3              25
o211ai            25
o21ai            120
xnor2             17
Power and IR drop assume default switching activity.
