==> /design/flow/design.v <==
module REGISTER(q, d, clk);
   parameter N = 1;
   output reg [N-1:0] q;
   input [N-1:0]      d;
   input 	     clk;
   always @(posedge clk)
    q <= d;
endmodule  
module REGISTER_CE(q, d, ce, clk);
   parameter N = 1;
   output reg [N-1:0] q;
   input [N-1:0]      d;
   input 	      ce, clk;
   always @(posedge clk)
     if (ce) q <= d;
endmodule  
module REGISTER_R(q, d, rst, clk);
   parameter N = 1;
   parameter INIT = {N{1'b0}};
   output reg [N-1:0] q;
   input [N-1:0]      d;
   input 	      rst, clk;
   always @(posedge clk)
     if (rst) q <= INIT;
     else q <= d;
endmodule  
module REGISTER_R_CE(q, d, rst, ce, clk);
   parameter N = 1;
   parameter INIT = {N{1'b0}};
   output reg [N-1:0] q;
   input [N-1:0]      d;
   input 	      rst, ce, clk;
   always @(posedge clk)
     if (rst) q <= INIT;
     else if (ce) q <= d;
endmodule  
module RAM(q, d, addr, we, clk);
   parameter DWIDTH = 8;                
   parameter AWIDTH = 8;                
   parameter DEPTH = 256;               
   input [DWIDTH-1:0] d;                
   input [AWIDTH-1:0] addr;             
   input 	      we, clk;
   reg [DWIDTH-1:0]   mem [DEPTH-1:0];
   output [DWIDTH-1:0] q;
   always @(posedge clk)
      if (we) mem[addr] <= d;
   assign d = mem[addr];
endmodule  
module gcd_control
( 
	input clk, reset, operands_val, result_rdy,
	input B_zero, A_lt_B,
	output reg result_val, operands_rdy,
	output reg [1:0] A_mux_sel,
	output reg B_mux_sel, A_en, B_en
);
parameter CALC = 2'b00;
parameter IDLE = 2'b10;
parameter DONE = 2'b11;
wire [1:0] state;
reg [1:0] nextstate;
always @* begin
	nextstate = state; 
	A_en = 0;
	B_en = 0;
	result_val = 0;
	operands_rdy = 0;
	B_mux_sel = 0;
	A_mux_sel = 0;
	case (state)
		IDLE : begin
			operands_rdy = 1;
			if(operands_val == 1'b1) begin
				nextstate = CALC;
				A_en = 1;
				B_en = 1;
			end else begin
				nextstate = IDLE;
			end
		end
		CALC : begin
			if(A_lt_B == 1'b1) begin
				B_mux_sel = 1;
				A_mux_sel = 1;
				A_en = 1;
				B_en = 1;
				nextstate = CALC;
			end else if (B_zero == 1'b0) begin
				A_mux_sel = 2;
				A_en = 1;
				nextstate = CALC;
			end else begin
				nextstate = DONE;
			end
		end
		DONE : begin
      result_val = 1;
			if (result_rdy == 1'b1) begin
				nextstate = IDLE;
			end else begin
				nextstate = DONE;
			end
		end
	endcase
end
REGISTER_R #(.N(2), .INIT(IDLE)) state_machine (.q(state), .d(nextstate), .rst(reset), .clk(clk));
endmodule
module gcd_datapath #( parameter W = 16 )
( 
	input [W-1:0] operands_bits_A,
	input [W-1:0] operands_bits_B,
	output [W-1:0] result_bits_data,
	input clk, reset,
	input B_mux_sel, A_en, B_en,
	input [1:0] A_mux_sel,
	output B_zero,
	output A_lt_B
);
wire [W-1:0] A_reg;
wire [W-1:0] B_reg;
wire [W-1:0] A_next;
wire [W-1:0] B_next;
wire [W-1:0] sub_out;
assign A_next
	= A_mux_sel == 0 ? operands_bits_A
	: A_mux_sel == 1 ? B_reg
	: A_mux_sel == 2 ? sub_out
	: {W{1'bx}};
assign B_next
	= B_mux_sel == 0 ? operands_bits_B
	: B_mux_sel == 1 ? A_reg
	: {W{1'bx}};
assign sub_out = A_reg - B_reg;
assign B_zero = (B_reg == 0) ? 1'b1 : 1'b0;
assign A_lt_B = (A_reg < B_reg) ? 1'b1 : 1'b0;
assign result_bits_data = A_reg;
REGISTER_R_CE #(.N(W)) A_register (.q(A_reg), .d(A_next), .rst(reset), .ce(A_en), .clk(clk));
REGISTER_R_CE #(.N(W)) B_register (.q(B_reg), .d(B_next), .rst(reset), .ce(B_en), .clk(clk));
endmodule
module fifo #(parameter WIDTH = 8, parameter LOGDEPTH = 3) (
    input clk,
    input reset,
    input enq_val,
    input [WIDTH-1:0] enq_data,
    output enq_rdy,
    output deq_val,
    output [WIDTH-1:0] deq_data,
    input deq_rdy
);
localparam DEPTH = (1 << LOGDEPTH);
reg [WIDTH-1:0] buffer [0:DEPTH-1];
reg [LOGDEPTH-1:0] rptr, wptr;
reg full;
wire enq_fire;
wire deq_fire;
assign enq_fire = enq_val & enq_rdy;
assign deq_fire = deq_val & deq_rdy;
assign enq_rdy  = !full;
assign deq_val  = (rptr != wptr) || full;
assign deq_data = buffer[rptr];
always @(posedge clk or posedge reset) begin
  if (reset) begin
    rptr <= 0;
    wptr <= 0;
    full <= 1'b0;
  end else begin
    if (enq_fire) begin
      buffer[wptr] <= enq_data;
      wptr <= wptr + 1'b1;
    end
    if (deq_fire) begin
      rptr <= rptr + 1'b1;
    end
    if (enq_fire && !deq_fire) begin
      full <= ((wptr + 1'b1) == rptr);
    end else if (deq_fire && !enq_fire) begin
      full <= 1'b0;
    end
  end
end
endmodule
module gcd_coprocessor #( parameter W = 16 ) (
  input clk,
  input reset,
  input operands_val,
  input [W-1:0] operands_bits_A,
  input [W-1:0] operands_bits_B,
  output operands_rdy,
  output result_val,
  output [W-1:0] result_bits,
  input result_rdy
);
  wire             req_deq_val, req_deq_rdy;
  wire [2*W-1:0]   req_deq_bits;
  wire             resp_deq_val;
  wire [W-1:0]     resp_deq_bits;
  wire [W-1:0] gcd_A, gcd_B;
  wire [W-1:0] gcd_result_bits;
  wire         B_zero, A_lt_B;
  wire [1:0]   A_mux_sel;
  wire         B_mux_sel, A_en, B_en;
  wire         gcd_result_val, gcd_result_rdy;
  fifo #( .WIDTH(2*W), .LOGDEPTH(2) ) req_fifo (
    .clk(clk),
    .reset(reset),
    .enq_val(operands_val),
    .enq_data({operands_bits_A, operands_bits_B}),
    .enq_rdy(operands_rdy),
    .deq_val(req_deq_val),
    .deq_data(req_deq_bits),
    .deq_rdy(req_deq_rdy)
  );
  assign gcd_A = req_deq_bits[2*W-1:W];
  assign gcd_B = req_deq_bits[W-1:0];
  gcd_datapath #( .W(W) ) datapath (
    .operands_bits_A(gcd_A),
    .operands_bits_B(gcd_B),
    .result_bits_data(gcd_result_bits),
    .clk(clk),
    .reset(reset),
    .B_mux_sel(B_mux_sel),
    .A_en(A_en),
    .B_en(B_en),
    .A_mux_sel(A_mux_sel),
    .B_zero(B_zero),
    .A_lt_B(A_lt_B)
  );
  gcd_control control (
    .clk(clk),
    .reset(reset),
    .operands_val(req_deq_val),
    .result_rdy(gcd_result_rdy),
    .B_zero(B_zero),
    .A_lt_B(A_lt_B),
    .result_val(gcd_result_val),
    .operands_rdy(req_deq_rdy),
    .A_mux_sel(A_mux_sel),
    .B_mux_sel(B_mux_sel),
    .A_en(A_en),
    .B_en(B_en)
  );
  fifo #( .WIDTH(W), .LOGDEPTH(2) ) resp_fifo (
    .clk(clk),
    .reset(reset),
    .enq_val(gcd_result_val),
    .enq_data(gcd_result_bits),
    .enq_rdy(gcd_result_rdy),
    .deq_val(result_val),
    .deq_data(result_bits),
    .deq_rdy(result_rdy)
  );
endmodule
==> /design/flow/run.sh <==
#!/bin/bash
# OpenROAD 26Q1-2900-gdf79404cd8, Yosys 0.63+post, stock flow scripts
make -C /OpenROAD-flow-scripts/flow DESIGN_CONFIG=/design/flow/config.mk WORK_HOME=/design/flow/orfs finish
==> /design/flow/config.mk <==
export PLATFORM = sky130hd
export DESIGN_NAME = gcd_coprocessor
export DESIGN_NICKNAME = gcd_coprocessor
export VERILOG_FILES = /design/flow/design.v
export SDC_FILE = /design/flow/constraint.sdc
export NUM_CORES = 4
export LEC_CHECK = 1
export CORE_UTILIZATION = 50
==> /design/flow/constraint.sdc <==
current_design gcd_coprocessor

set clk_period 8.6
set clk_io_pct 0.2

create_clock -name clk0 -period $clk_period [get_ports {clk}]

set non_clock_inputs [all_inputs -no_clocks]
set_input_delay [expr $clk_period * $clk_io_pct] -clock clk0 $non_clock_inputs
set_output_delay [expr $clk_period * $clk_io_pct] -clock clk0 [all_outputs]
==> results.yml <==
# yosys + openroad results
routing:
  ant_nets: 0
  remaining_drc_errors: 0
  vias: 6335
  wl_per_cell_um: 18.7
  vias_per_cell: 5.76
  firstDrtPassIters: 6
  met1_length_um: 8900
  drt_wl_total_um: 20600
  dr_wl_met2_um: 9600
  drt_iter0_markers: 407
  insertedDiodeCount: 0
  top_layer_used: "met4"
  route.met3.wl_um: 1700
cts:
  htree_levels: 1
  clk_pin_slew_worst_paths_ns: 0.06
  cts_sinks: 237
  cts_resized: 0
  numCtsBuffers: 24
  insertion_delay_ns: 0.52
  cts_setup_buffers: 0
  cts_tree: "done"
  clockBufferDepth: 3
  cts_hold_buf: 0
  cts-root-buf: "clkbuf_16"
global_route:
  grt_max_degree: 68
  grt-ovfl-total: 0
  grt_antenna_before_repair: 0
  grt_pass1_wl_um: 32800
  grt_usage_pct: 22.5
  grt_pass1_vias: 6314
timing:
  finalHoldViolCount: 0
  rsz0062_at_grt: "false"
  slew_headroom_pct: 48.0
  worst_pin_slew_ns: 0.780
  finalMaxSlewViolations: 0
  min_period_ns: 4.24
  min_period_over_period_pct: 49.3
  setup_tns_ns: 0
  fmax_mhz: 236
  setup_viol: 0
  clock_skew_ns: 0.0199
yosys:
  yosysUniqueCellTypes: 55
  synth_cells: 772
  synthArstFlopShare_pct: 4.22
  syn_avg_cell_area_sq_um: 13.1
  synth-edff-count: 192
  synth_stat.cells: 772
  flop_cell: "edfxtp_1"
  synth_top_area_share_pct: 56.9
  netlist_top_cells_count: "192 x edfxtp_1, 81 x nor2_1, 66 x a21oi_1, 48 x a222oi_1, 48 x inv_1"
  largest_area_cell: "edfxtp_1"
  yosys.stat.seqShare_pct: 66.3
  yosys_warnings: 7
  ys_area_sq_um: 10100
  topCellsByArea: "edfxtp_1 57%, dfxtp_1 6.9%, a222oi_1 4.7%"
  syn_area_sq_um: 10100
  synth.most_common_cell: "edfxtp_1"
  ys.flops: 237
worst_setup_path:
  critPathRequiredTime_ns: 6.88
  path_class: "register to primary output"
  path_max_fanout: 16
  critPathMaxStageDelay_ns: 0.54
  start_kind: "register"
  arrival_ns: 2.52
  crit_slowest_cell: "ha_1"
  end_kind: "primary output"
  worstPathCellList: "inv_1 > ha_1 > a222oi_1 > mux2i_1 > clkdlybuf4s50_1"
placement:
  place_hpwl_um: 13100
  dpl_cell_area_sq_um: 10900
  port_buffers: 53
  placedCellCount: 1058
  gp_congestion: 0.888
min_path:
  min_path_type: "register to register"
die:
  rows: 51
  core_sq_um: 19700
  fp_util_pct: 51.5
  fp.dieH_um: 144
  io_pins: 54
  die_area_sq_um: 20800
  die_w_um: 144
job:
  cap_violations: 0
  tool_warnings: 37
pwr:
  leakage_nw: 4.18
  irDropWorstVdd_mv: 0.270
  power_density_nw_per_um2: 376
layout:
  post-route-util_pct: 59.2
  syn2layout_area_growth_pct: 14.9
  postLayoutCellArea_sq_um: 11600
  instances_no_fill: 1100
  drive_gt1_share_pct: 6.35
run_status:
  status: "finished, final reports clean"
==> flip-flops by register name, summed over array words and instances (netlist names) <==
name,flops
req_fifo.buffer,128
resp_fifo.buffer,64
datapath.A_register.q,16
datapath.B_register.q,16
control.state_machine.q,3
req_fifo.rptr,2
req_fifo.wptr,2
resp_fifo.rptr,2
resp_fifo.wptr,2
req_fifo.full,1
resp_fifo.full,1
==> through the flow <==
stage | power [mW] | setup slack (ns) | hold WS [ns]
5_1_grt | 4.70 | 4.21 | 0.500
3_3_place_gp | 3.37 | 4.64 | 0.462
6_report | 4.38 | 4.36 | 0.485
3_5_place_dp | 3.39 | 4.61 | 0.471
4_1_cts | 4.41 | 4.33 | 0.489
2_1_floorplan | 2.87 | 5.26 | 0.437
==> path summary, 6_finish.rpt <==
kind                                              end  slack, ns  cells past startpoint                       start
max                                   result_bits[10]       4.36                      5           resp_fifo.rptr[1]
min                        control.state_machine.q[2]       0.49                      2  control.state_machine.q[2]
max reg2reg                 datapath.A_register.q[13]       5.12                     11    datapath.A_register.q[0]
min reg2reg                control.state_machine.q[2]       0.49                      2  control.state_machine.q[2]
max in group asynchronous               req_fifo.full       6.44                      3                       reset
min in group asynchronous            req_fifo.rptr[1]       1.83                      3                       reset
==> power breakdown <==
part	internal [mW]	switching, mW	total, mW	leakage, nW
logic	0.744	1.09	1.83	1.64
clock network	0.607	0.395	1.00	0.376
registers	1.41	0.129	1.54	2.16
total	2.77	1.61	4.38	4.18
==> kinds of logic (layout without fill, tap and decap cells) <==
| family | count (synthesis) | after routing | share of synthesized area (%) |
|---|---|---|---|
| XOR/XNOR | 21 | 21 | 1.82 |
| AND-OR/OR-AND | 200 | 200 | 14.2 |
| buffers and inverters | 92 | 155 | 3.91 |
| AND/OR/NAND/NOR | 166 | 166 | 7.30 |
| flip-flops | 237 | 237 | 66.3 |
| adder cells (fa/ha/maj) | 35 | 35 | 4.40 |
| multiplexers | 21 | 21 | 2.11 |
==> layer usage <==
metal  track usage (%)  vias to the layer above
met5                 0                        -
met4              3.99                        0
met3              9.58                       27
met2              34.0                      246
met1              33.3                     2994
li1                  -                     3068
==> critical path, delay by kind of cell (launching register included) <==
family          cells  cell delay [ns]
buf+inv             2             0.58
fa+ha+maj           1             0.54
flops               1             0.45
compound gates      1             0.24
mux                 1             0.18
==> placed cells by master, fill, tap and decap left out, drive strengths merged, types with 3 or more instances in the layout <==
| cell | count |
|---|---|
| a222oi | 48 |
| o21ai | 22 |
| a21o | 9 |
| clkinv | 3 |
| nand4 | 5 |
| nand2b | 4 |
| and2 | 5 |
| a21oi | 66 |
| nor2 | 82 |
| nor4 | 4 |
| nand2 | 39 |
| o221ai | 4 |
| edfxtp | 192 |
| o211ai | 4 |
| dfxtp | 35 |
| and3 | 7 |
| nor3 | 5 |
| inv | 48 |
| nand3 | 6 |
| clkbuf | 38 |
| dfrtp | 10 |
| mux2i | 18 |
| a211oi | 26 |
| buf | 12 |
| a221oi | 4 |
| ha | 34 |
| or3 | 5 |
| xor2 | 7 |
| clkdlybuf4s50 | 53 |
| mux2 | 3 |
| xnor2 | 14 |
==> final cells by class <==
cell class | count | area, sq um
clock buffers | 38 | 728
clock inverters | 4 | 42.5
fillers | 1517 | 8010
inverters | 48 | 180
multi-input cells | 443 | 3020
flip-flops and latches | 237 | 6720
well taps | 265 | 332
repair buffers | 65 | 621
No activity file was given, so power comes from the tool's default toggle rates.
